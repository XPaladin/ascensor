--- ./design.v ---
module ALGORITMO (s, estado_inicial, cambio_piso, esperar, clk, estado_final);
	input [9:0] s;
	input [3:0] estado_inicial;
	input cambio_piso;
	input esperar;
	input clk;
	output [3:0] estado_final;
	reg [3:0] estado_final;
	reg piso_actual;
	always@(posedge clk)
	begin
		estado_final=estado_inicial;
		piso_actual=estado_inicial[0];
		if(!esperar)
		begin
			if(!estado_inicial[3]) 
			begin
				if(estado_inicial[2]) 
				begin
					case (estado_inicial[1:0]) 
						2'b00: 
						begin
							if( |s[5:1] || |s[9:7]) 
								estado_final[3]=1; 
						end
						2'b01: 
						begin
							if( |s[5:3] || |s[9:8]) 
								estado_final[3]=1; 
							else
								if( s[0] || s[6])  
								begin
									estado_final[3]=1; 
									estado_final[2]=0; 
								end
						end
						2'b10: 
						begin  
							if( s[5] || s[9])  
								estado_final[3]=1; 
							else
								if( |s[2:0] || |s[7:6] ) 
								begin
									estado_final[3]=1; 
									estado_final[2]=0; 
								end
						end
						2'b11: 
						begin
							if( |s[4:0] || |s[8:6] ) 
							begin
								estado_final[3]=1; 
								estado_final[2]=0; 
							end
						end
					endcase
				end
				else 
				begin
					case (estado_inicial[1:0]) 
						2'b00: 
						begin
							if( |s[5:1] || |s[9:7]) 
							begin
								estado_final[3]=1;  
								estado_final[2]=1;  
							end
						end
						2'b01: 
						begin
							if( s[0] || s[6])  
							begin
								estado_final[3]=1; 
							end
							else
								if( |s[5:3] || |s[9:8]) 
								begin
									estado_final[3]=1; 
									estado_final[2]=1; 
								end
						end
						2'b10: 
						begin
							if( |s[2:0] || |s[7:6] )
								estado_final[3]=1; 
							else
								if( s[5] || s[9])  
								begin
									estado_final[2]=1; 
									estado_final[3]=1; 
								end
						end
						2'b11: 
						begin
							if( |s[4:0] || |s[8:6] )
							begin
								estado_final[3]=1; 
								estado_final[2]=0; 
							end
						end
					endcase
				end
			end
			else  
			begin
				if(piso_actual != cambio_piso) 
				begin
					if(estado_inicial[2]) 
						estado_final[1:0]=estado_inicial[1:0]+1;
					else
						estado_final[1:0]=estado_inicial[1:0]-1;
					if(PISO_SOLICITADO(s,estado_final))
					begin
						estado_final[3] = 0; 
					end
				end
			end
		end
	end
	function PISO_SOLICITADO;
		input [9:0] o;
		input [3:0] e;
		begin
			PISO_SOLICITADO = (
				(!e[0] && !e[1]) && (o[6] || o[0]) ||
				(e[0] && !e[1]) && (o[7] || (o[1] && !e[2]) || (o[2] && e[2])) ||
				(!e[0] && e[1]) && (o[8] || (o[3] && !e[2]) || (o[4] && e[2])) ||
				(e[0] && e[1]) && (o[9] || o[5])
			);
		end
	endfunction
endmodule
module APAGADOR_SOLICITUDES (o, e, t, clk, s);
	input [9:0] o;
	input [3:0] e;
	input t;
	input clk;
	output [9:0] s;
	reg [9:0] s;
	always@(posedge clk)
	begin
		s=o;
		if (t==1)
		begin
			case (e)
				4'b0000: 
				begin
					s[0]=0;
					s[6]=0;
				end
				4'b0100: 
				begin
					s[0]=0;
					s[6]=0;
				end
				4'b0001: 
				begin
					s[1]=0;
					s[7]=0;
				end
				4'b0101: 
				begin
					s[2]=0;
					s[7]=0;
				end
				4'b0010: 
				begin
					s[3]=0;
					s[8]=0;
				end
				4'b0110: 
				begin
					s[4]=0;
					s[8]=0;
				end
				4'b0011: 
				begin
					s[5]=0;
					s[9]=0;
				end
				4'b0111: 
				begin
					s[5]=0;
					s[9]=0;
				end
			endcase
		end
	end
endmodule
module CONTROL_PUERTAS (clk, pisos, estado, botones, boton, puertas, timeout, sensor, aviso, salida_puertas, trabajando);
	input clk;
	input [9:0] pisos;
	input [3:0] estado;
	input [1:0] boton;
	input [9:0] botones;
	input [1:0] puertas;
	input timeout;
	input sensor;
	output [3:0] aviso;
	output [1:0] salida_puertas;
	output trabajando;
	reg trabajando;
	reg [3:0] aviso;
	reg [1:0] salida_puertas;
	always@(posedge clk)
	begin
		if (  (puertas[0] || puertas[1]) || (!estado[3] && PISO_SOLICITADO(pisos, estado)))
		begin
			aviso=0;
			trabajando = 1;
			if (puertas == 2'b00) 
			begin
				if (estado[1:0] == 2'b00) aviso = 4'b0001;  
				else if (estado[1:0] == 2'b01) aviso = 4'b0010;  
				else if (estado[1:0] == 2'b10) aviso = 4'b0100;  
				else aviso = 4'b1000;  
			end
			if ( puertas == 2'b00 || puertas == 2'b11 || (puertas == 2'b10 && (boton == 2'b01 || sensor || PISO_SOLICITADO(botones, estado))) )
				salida_puertas = 2'b01;  
			else if ((puertas == 2'b01 && (boton == 2'b10 || timeout)) || puertas== 2'b10)
				salida_puertas = 2'b10;  
			else salida_puertas = 2'b00;  
		end
		else  
		begin
			trabajando = 0;
			aviso = 0;
			salida_puertas = 0;
		end
	end
	function PISO_SOLICITADO;
		input [9:0] s;
		input [3:0] e;
		begin
			PISO_SOLICITADO = (
				(!e[0] && !e[1]) && (s[6] || s[0]) ||
				(e[0] && !e[1]) && (s[7] || (s[1] && !e[2]) || (s[2] && e[2])) ||
				(!e[0] && e[1]) && (s[8] || (s[3] && !e[2]) || (s[4] && e[2])) ||
				(e[0] && e[1]) && (s[9] || s[5])
			);
		end
	endfunction
endmodule
module REGISTRADOR (botones, solicitudes_inicial, solicitudes_final);
	input [9:0] botones;
	input [9:0] solicitudes_inicial;
	output [9:0] solicitudes_final;
	assign solicitudes_final = botones | solicitudes_inicial;
endmodule
module REGISTRO_ESTADO (D, clk, Q, reset);
	input [3:0] D;
	input clk;
	input reset;
	output [3:0] Q;
	reg [3:0] Q;
	always@(posedge clk)
		if(reset)
			Q = 0;
		else
			Q = D;
endmodule
module REGISTRO_SOLICITUDES (D, clk, Q, reset);
	input [9:0] D;
	input clk;
	input reset;
	output [9:0] Q;
	reg [9:0] Q;
	always@(posedge clk)
		if(reset)
			Q = 0;
		else 
			Q = D;
endmodule
module TIMEOUT (estado, clk, timeout, count);
	input [1:0] estado;
	input clk;
	output timeout;
	output [9:0] count;
	reg [9:0] count;
	reg timeout;
	always@(posedge clk)
	begin
		if (estado == 2'b01)
		begin
			count = count + 1;
		end
		else
		begin
			count = 0;
		end
		if (count >= 10)  
			timeout = 1;
		else
			timeout = 0;
	end
endmodule
module TOP (botones, boton_puertas, estado_puertas, cambio_piso, sensor_puertas, reset ,clk, luces, display, aviso, puertas, motor);
	input [9:0] botones;
	input [1:0] boton_puertas;
	input [1:0] estado_puertas;
	input cambio_piso;
	input sensor_puertas;
	input clk;
	input reset;
	output [9:0] luces;
	output [3:0] display;
	output [3:0] aviso;
	output [1:0] puertas;
	output [1:0] motor;
	wire [9:0] reg_sf;
	wire [9:0] rsol_sf;
	wire [9:0] apa_sf;
	wire [3:0] algo_ef;
	wire [3:0] rest_ef;
	wire puer_tr;
	wire time_time;
	wire [9:0] count;
	REGISTRADOR 			mod1 (botones, apa_sf, reg_sf);
    APAGADOR_SOLICITUDES    mod2 (rsol_sf, rest_ef, puer_tr, clk, apa_sf); 
	ALGORITMO 			 	mod3 (rsol_sf, rest_ef, cambio_piso, puer_tr, clk, algo_ef);
	TIMEOUT					mod4 (estado_puertas, clk, time_time, count);
	CONTROL_PUERTAS			mod5 (clk, rsol_sf, rest_ef, botones, boton_puertas, estado_puertas, time_time, sensor_puertas, aviso, puertas, puer_tr);
	REGISTRO_SOLICITUDES 	mod6 (reg_sf, clk, rsol_sf,reset);
	REGISTRO_ESTADO			mod7 (algo_ef, clk, rest_ef,reset);
	assign luces = rsol_sf;
	assign display = rest_ef;
	assign motor = rest_ef[3:2];
endmodule
--- ./run.sh ---
#!/bin/bash
# OpenROAD 26Q1-2900-gdf79404cd8, Yosys 0.63+post, stock flow scripts
make -C /OpenROAD-flow-scripts/flow DESIGN_CONFIG=/design/flow/config.mk WORK_HOME=/design/flow/orfs finish
--- ./config.mk ---
export PLATFORM = sky130hd
export DESIGN_NAME = TOP
export DESIGN_NICKNAME = TOP
export VERILOG_FILES = /design/flow/design.v
export SDC_FILE = /design/flow/constraint.sdc
export NUM_CORES = 4
export LEC_CHECK = 1
export CORE_UTILIZATION = 30
--- ./constraint.sdc ---
current_design TOP

set clk_period 2.8
set clk_io_pct 0.2

create_clock -name clk0 -period $clk_period [get_ports {clk}]

set non_clock_inputs [all_inputs -no_clocks]
set_input_delay [expr $clk_period * $clk_io_pct] -clock clk0 $non_clock_inputs
set_output_delay [expr $clk_period * $clk_io_pct] -clock clk0 [all_outputs]
==> GITHUB_STEP_SUMMARY <==
### Flow metrics

| Metric | Value |
|---|---|
| Total grt overflow | 0 |
| Flop pwr share | 0.528 |
| Required time of the critical path | 2.24 ns |
| Hold_buf cts | 0 |
| Max Clock Skew | 0.0141 ns |
| Core area | 0.00679 mm2 |
| Number of enable flip-flop cells | 0 |
| Gpl congestion | 0.829 |
| Clk ins delay skew pair | 0.30 ns |
| CP arrival | 1.45 ns |
| Total CTS buffers | 5 |
| First-pass GRT wire length | 7.45 mm |
| RSZ-0062 raised after global routing | no |
| Critical path's slowest cell | dfxtp_1 |
| CP endpoint kind | output pin |
| Number of global-route vias before repair | 1608 |
| Drt wl/cell | 12.1 um |
| Rel. slew slack | 0.609 |
| Final Max Slew Viols | 0 |
| Ratio of final minimum period to clock period | 0.719 |
| Post-route ant nets | 0 |
| Type of origin of the critical path | flip-flop |
| DRC | 0 |
| Synth warnings | 6 |
| Total power | 0.00136 W |
| PD cells | 510 mW/mm2 |
| DIE WIDTH | 85.7 um |
| Worst Hold Margin | 0.437 ns |
| Post-synthesis cell count | 227 |
| Mapped Area | 0.00210 mm2 |
| Unique cell types | 54 |
| Chip area | 0.00735 mm2 |
| Antenna Cells | 0 |
| Fmax | 497 MHz |
| Via/cell ratio | 4.51 |
| Async SR Flop Fraction | 0 |
| Syn Area/Cell | 9.26 um2 |
| CTS resizes | 0 |
| CTS root buf | clkbuf_8 |
| Max capacitance violation total | 0 |
| Commonest flop | dfxtp_1 |
| Total GRT Usage | 0.130 |
| # clock sinks | 46 |
| Post-CTS setup buffer count | 0 |
| PortBufs | 39 |
| Via Count | 1632 |
| Tool warning count | 30 |
| DRT Pass-1 Iters | 4 |
| FP Util | 0.309 |
| # setup viols final | 0 |
| Die H | 85.7 um |
| Pin count of the biggest net entering global routing | 15 |
| Clock transition at path regs | 0.09 ns |
| Critical Path Fanout Max | 11 |
| Layout filler cell count | 696 |
| Final hold vios | 0 |
| WP buf/inv | 1 |
| Area leader share | 0.438 |
| Largest area contributor in the synthesized netlist | dfxtp_1 |
| Clk pwr share | 0.351 |
| Worst-margin pin slew | 0.585 ns |
| CTS Buffer Depth | 2 |
| TNS Setup | 0 ns |
| Minimum clock period after layout | 2.01 ns |
| Area Overhead vs Synth | 26.9% |
| CP peak stage delay | 0.61 ns |
| Final wirelength | 4.38 mm |
| Initial antenna violation count | 0 |
| CTS H-tree lvls | 2 |
| CTS tree | yes |
| Comb power frac | 0.121 |
| DRT iter0 DRCs | 100 |
| Crit path cell chain | clkdlybuf4s50_1 |
| Commonest Layout Cell | dfxtp_1 |
| Worst vdd ir | 0.253 mV |
| Final HPWL from detailed placement | 3.30 mm |
| Top Family by Delay on Critical Path | flip-flops |
| Status | finished, final reports clean |
| Leak pwr | 0.980 nW |
| FP Rows | 30 |
| Synthesized flop and latch total | 46 |
| Hold Crit Class | flip-flop to flip-flop |
| Kind of critical path | flip-flop to output pin |
| Share of layout cells above drive strength 1 | 0.105 |
| Top Layout Cells | dfxtp_1 (46), clkdlybuf4s50_1 (39), nor2_1 (36) |
| Ys cells | 227 |
| Post-layout util | 0.393 |
| I/O Pins | 40 |
| Chip Area, Yosys | 0.00210 mm2 |
| P_int | 0.00105 W |
| Switching share of total power | 0.228 |
| Area contributors post-synth | dfxtp_1 (44%), nor2_1 (6.4%), ha_1 (4.8%), a21oi_1 (2.4%), nor2b_1 (2.4%) |
| NetSw | 0.000309 W |
| Register share after synthesis | 0.438 |
## synthesized netlist by cell type (2+ instances only)
| master | number |
|---|---|
| a211o_1 | 2 |
| a21boi_0 | 4 |
| a21oi_1 | 10 |
| a31oi_1 | 6 |
| and2_1 | 4 |
| buf_2 | 2 |
| buf_4 | 2 |
| buf_6 | 2 |
| clkbuf_1 | 3 |
| dfxtp_1 | 46 |
| ha_1 | 8 |
| inv_1 | 13 |
| mux2i_1 | 2 |
| nand2_1 | 10 |
| nand2b_1 | 3 |
| nand3_1 | 3 |
| nand3_2 | 2 |
| nand4_1 | 2 |
| nor2_1 | 36 |
| nor2_2 | 3 |
| nor2b_1 | 8 |
| nor3_1 | 3 |
| nor3_2 | 2 |
| nor4_4 | 2 |
| nor4b_2 | 2 |
| o211ai_1 | 2 |
| o21a_1 | 2 |
| o21ai_0 | 8 |
| o21ai_2 | 2 |
| o311ai_0 | 2 |
| xnor2_1 | 5 |
| xor2_1 | 4 |
## per-stage QoR
step | worst slack (ns) | std cells | cell area (um2)
after floorplan | 1.25 | 227 | 2100
final | 0.787 | 362 | 2670
after global routing | 0.735 | 362 | 2670
after detailed placement | 0.614 | 354 | 2560
after global placement | 0.680 | 354 | 2560
after CTS | 0.762 | 362 | 2670
## flip-flops by register name, indices dropped and copies added (netlist names)
| signal | count |
|---|---|
| mod5.aviso | 4 |
| mod5.salida_puertas | 2 |
| mod4.timeout | 1 |
| mod7.Q | 4 |
| mod3.estado_final | 4 |
| mod4.count | 10 |
| mod6.Q | 10 |
| mod5.trabajando | 1 |
| mod2.s | 10 |
## power by group through the flow
| stage | Sequential [W] | Combinational [W] | Clock [W] |
|---|---|---|---|
| CTS | 0.000719 | 0.000167 | 0.000494 |
| global route | 0.000724 | 0.000183 | 0.000513 |
| finish | 0.000719 | 0.000164 | 0.000477 |
## worst paths after layout
path / from / end / slack (ns) / cells after the start
setup / recovery: mod7.Q[2]$_SDFF_PP0_ / motor[0] / 0.79 / 1
hold / removal: mod3.estado_final[0]$_DFF_P_ / mod7.Q[0]$_SDFF_PP0_ / 0.44 / 1
setup reg to reg: mod7.Q[2]$_SDFF_PP0_ / mod5.salida_puertas[1]$_SDFF_PP0_ / 1.01 / 6
hold reg to reg: mod3.estado_final[0]$_DFF_P_ / mod7.Q[0]$_SDFF_PP0_ / 0.44 / 1
## cell type report
cell class	count	area, um2	area share
Clock buffer	7	76.3	0.0286
Clock inverter	1	30.0	0.0113
Inverter	14	52.6	0.0197
Multi-Input combinational cell	158	1070	0.401
Sequential cell	46	921	0.345
Tap cell	96	120	0.0450
Timing Repair Buffer	40	398	0.149
## per-layer routing
layer  GRT usage  wire, um  vias to the layer above
met3      0.0244       182                        5
li1            -         -                      850
met5           0         0                        -
met2       0.223      2080                       30
met1       0.182      2080                      747
met4      0.0106        36                        0
## cells by family (layout without fill, tap and decap cells)
| group | after synthesis | in the layout | share of synthesized area |
|---|---|---|---|
| and+or+nand+nor | 90 | 90 | 0.247 |
| AOI/OAI and AO/OA | 46 | 46 | 0.149 |
| DFF | 46 | 46 | 0.438 |
| buffers and inverters | 23 | 62 | 0.0530 |
| xor gates and xnor gates | 9 | 9 | 0.0375 |
| adders and majority gates | 8 | 8 | 0.0476 |
| muxes | 5 | 5 | 0.0274 |
Power is estimated from default activity; no workload was simulated.
